$ cat config.mk
export PLATFORM = sky130hd
export DESIGN_NAME = patterndetector
export DESIGN_NICKNAME = patterndetector
export VERILOG_FILES = /design/flow/design.v
export SDC_FILE = /design/flow/constraint.sdc
export NUM_CORES = 4
export LEC_CHECK = 1
export CORE_UTILIZATION = 40
$ cat constraint.sdc
current_design patterndetector

set clk_period 14.9
set clk_io_pct 0.2

create_clock -name clk0 -period $clk_period

set non_clock_inputs [all_inputs -no_clocks]
set_input_delay [expr $clk_period * $clk_io_pct] -clock clk0 $non_clock_inputs
set_output_delay [expr $clk_period * $clk_io_pct] -clock clk0 [all_outputs]
$ cat design.v
`timescale 1ns / 1ps
module patterndetector(input [31:0]In, input [2:0]Pattern,output reg[31:0]CountOut);
integer i_count; 
always @(In) 
begin 
	CountOut = 0; 
	for (i_count = (0); i_count <30; i_count=i_count+1)
		if ( Pattern[0]==In[i_count] && Pattern[1]==In[i_count+1] && Pattern[2]==In[i_count+2] )
			begin
			CountOut = CountOut + 1; 
			end 		
		else
		begin
			CountOut = CountOut + 0; 
		end
end
endmodule 
$ cat run.sh
#!/bin/bash
# OpenROAD 26Q1-2900-gdf79404cd8, Yosys 0.63+post, stock flow scripts
make -C /OpenROAD-flow-scripts/flow DESIGN_CONFIG=/design/flow/config.mk WORK_HOME=/design/flow/orfs finish
==> flow.log <==
[metrics] run summary
INFO  metric timing.critical_path.slowest_cell_delay = 0.52 ns
INFO  metric place_congestion = 0.918
INFO  metric whs_endpoint = CountOut[2]
INFO  metric ys_warn_count = 1
INFO  metric fin_total_pwr = 1.95 mW
INFO  metric finalNonFillerCells = 1512
INFO  metric muxShareOfSynthArea = 0.0333
INFO  metric number_of_antenna_violations_at_the_first_check_in_global_routing = 0
INFO  metric ys_seq_share = 0
INFO  metric slew_headroom = 0.400
INFO  metric netlist_logic_family_top = XOR/XNOR gates
INFO  metric synth-simple-area-share = 0.251
INFO  metric setup_viol_count_final = 8
INFO  metric crit_slowest_cell = sky130_fd_sc_hd__xnor3_2
INFO  metric gr-usage-all-layers = 0.230
INFO  metric netlist_top_cells_area = sky130_fd_sc_hd__xnor2_1 (17%), sky130_fd_sc_hd__xor2_1 (9.5%), sky130_fd_sc_hd__ha_1 (5.2%), sky130_fd_sc_hd__xnor2_2 (4.1%), sky130_fd_sc_hd__nor2_1 (3.9%)
INFO  metric drcViolationCount = 0
INFO  metric adder_share = 0.0553
INFO  metric maximum_fanout_along_the_worst_path = 5
INFO  metric synth-compound-area-share = 0.186
INFO  metric power.sequential.fraction = 0
INFO  metric syn_to_final_growth = 69.8%
INFO  metric violations = negative setup slack
INFO  metric criticalPathCategory = input port to primary output
INFO  metric post_synthesis_average_cell_area = 7.82 µm²
INFO  metric max-vdd-ir-drop = 265 µV
INFO  metric postLayoutCellArea = 11400 µm²
INFO  metric sw_frac_of_total = 0.445
INFO  metric layout.filler_cells = 1206
INFO  metric detailedPlacementHpwl = 15200 µm
INFO  metric netsw = 0.869 mW
INFO  metric drt-pass1-iter-count = 5
INFO  metric maximum_number_of_pins_on_one_net_before_global_route_repair = 16
INFO  metric io_buffer_count = 44
INFO  metric post-route-worst-setup-slack = -6.41 ns
INFO  metric antennaDiodeCount = 0
INFO  metric chip_area_in_the_yosys_report = 6720 µm²
INFO  metric initialDrtViolationCount = 290
INFO  metric synth.lib_cells_used.distinct = 109
INFO  metric chipHeight = 132 µm
INFO  metric comb_power_frac = 1.000
INFO  metric final.period_utilization = 1.43
INFO  metric final-comb-area = 7380 µm²
INFO  metric totalWireLength = 21300 µm
INFO  metric vias_in_the_first_global_route = 7033
INFO  metric p_per_area = 171 nW/µm²
INFO  metric top_cell_excl_fill_tap = sky130_fd_sc_hd__buf_4
INFO  metric data_arrival_time_of_the_worst_path = 18.33 ns
INFO  metric critPathCaptureType = primary output
INFO  metric synth.largest_area_cell = sky130_fd_sc_hd__xnor2_1
INFO  metric layout.clock_buffers = 0
INFO  metric detail_route_antenna_nets = 0
INFO  metric yosysCellCount = 860
INFO  metric commonest_cells_after_routing_fill_and_taps_aside = sky130_fd_sc_hd__buf_4 (402), sky130_fd_sc_hd__xnor2_1 (113), sky130_fd_sc_hd__xor2_1 (66)
INFO  metric hold_path.class = input port to primary output
INFO  metric final.setup.tns = -49.55 ns
INFO  metric final_period_minus_worst_setup_slack = 21.31 ns
INFO  metric sequential_cell_area = 0 µm²
INFO  metric grt_first_pass_wirelength = 33300 µm
INFO  metric fp.dieArea = 17300 µm²
INFO  metric floorplan.initialDensity = 0.407
INFO  metric post_route_core_utilization = 0.691
INFO  metric internal_power = 1.08 mW
INFO  metric die-width = 132 µm
INFO  metric floorplan.io_pins = 67
INFO  metric drt-wirelength-per-cell = 14.1 µm
INFO  metric worst_slew_pin_slew = 0.893 ns
INFO  metric synth_xor_xnor_area_share = 0.402
INFO  metric result_of_the_run = finished, violations left
INFO  metric cell_area_after_synthesis = 6720 µm²
INFO  metric setup_repair_after_global_routing_missed_its_margin = yes
INFO  metric min-delay-start = Pattern[0]
INFO  metric critical-path-top-cell-by-count = sky130_fd_sc_hd__buf_4
INFO  metric worstSetupStartpointType = input port
INFO  metric core = 16500 µm²
INFO  metric number_of_cells_on_the_worst_hold_path = 7
INFO  metric synthCells = 860
INFO  metric layout-drive-gt1-share = 0.491
INFO  metric log.warning_count = 36
INFO  metric grt_remaining_overflow = 0
INFO  metric flops = 0
INFO  metric std_cell_rows = 47
INFO  metric power.clock.fraction = 0
INFO  metric dpl_worst_slack = -6.97 ns
INFO  metric maxCapViolCount = 0
INFO  metric slew_viol_final = 0
INFO  metric yosys.area.top_type_share = 0.167
INFO  metric worstPathRequired = 11.92 ns
INFO  metric placed_cells_incl_taps = 1418
INFO  metric post_drt_via_cell_ratio = 5.14
INFO  metric finalHoldViolCount = 0
INFO  metric via_count = 7775
INFO  metric hold-worst-slack = 6.87 ns
INFO  metric power.static_leakage = 4.89 nW
INFO  metric dpl-instance-area = 9790 µm²
INFO  metric timing.fmax = 46.9 MHz
## synth_stat cells, types with 5 or more instances
| library cell | n |
|---|---|
| sky130_fd_sc_hd__xnor2_1 | 128 |
| sky130_fd_sc_hd__xor2_1 | 73 |
| sky130_fd_sc_hd__nor2_1 | 69 |
| sky130_fd_sc_hd__nand2_1 | 67 |
| sky130_fd_sc_hd__nand3_1 | 41 |
| sky130_fd_sc_hd__nor3_1 | 34 |
| sky130_fd_sc_hd__ha_1 | 28 |
| sky130_fd_sc_hd__inv_1 | 27 |
| sky130_fd_sc_hd__buf_4 | 26 |
| sky130_fd_sc_hd__nand4_1 | 24 |
| sky130_fd_sc_hd__o21ai_0 | 23 |
| sky130_fd_sc_hd__a21oi_1 | 19 |
| sky130_fd_sc_hd__and3_1 | 18 |
| sky130_fd_sc_hd__xnor2_2 | 17 |
| sky130_fd_sc_hd__clkbuf_1 | 12 |
| sky130_fd_sc_hd__mux2i_1 | 12 |
| sky130_fd_sc_hd__nor4_1 | 10 |
| sky130_fd_sc_hd__xnor3_1 | 10 |
| sky130_fd_sc_hd__o21a_1 | 9 |
| sky130_fd_sc_hd__xnor2_4 | 9 |
| sky130_fd_sc_hd__a21o_1 | 8 |
| sky130_fd_sc_hd__buf_6 | 8 |
| sky130_fd_sc_hd__mux2_2 | 7 |
| sky130_fd_sc_hd__nand2b_1 | 7 |
| sky130_fd_sc_hd__or3_1 | 7 |
| sky130_fd_sc_hd__o211ai_1 | 6 |
| sky130_fd_sc_hd__a211oi_1 | 5 |
| sky130_fd_sc_hd__a31oi_1 | 5 |
| sky130_fd_sc_hd__and2_1 | 5 |
| sky130_fd_sc_hd__o31a_1 | 5 |
| sky130_fd_sc_hd__o31ai_1 | 5 |
## power by group through the flow
stage | Clock, mW | Combinational [mW] | Sequential [mW]
5_1_grt | 0 | 2.13 | 0
4_1_cts | 0 | 1.72 | 0
6_report | 0 | 1.95 | 0
## kinds of logic after synthesis
logic type,count (synthesis)
XOR/XNOR,246
AND/OR/NAND/NOR,325
multiplexers,21
other,1
AND-OR/OR-AND,157
adder cells (fa/ha/maj),30
buffers and inverters,80
## worst max path at each step
stage,end,depth (start not counted),startpoint
after CTS,CountOut[8],94,In[1]
final,CountOut[7],97,Pattern[2]
after global routing,CountOut[8],96,Pattern[2]
## final cells by class
class                      count  share of cell area
tap                          220              0.0241
multi-input combinational    802               0.646
inverter                      28             0.00942
timing repair buffer         462               0.320
## metal layers
metal,wire length [µm],global-route usage,up-vias,part of all wire
li1,-,-,3937,-
met3,804,0.0130,29,0.038
met1,10500,0.345,3632,0.50
met2,9610,0.378,177,0.45
met4,314,0.0207,0,0.015
met5,0,0,-,0
## worst max-delay path, delay by kind of cell
kind,cells,cell delay (ns)
simple gates,19,2.98
compound gates,10,1.64
mux,1,0.15
fa+ha+maj,8,2.25
buf+inv,51,6.35
xor+xnor,8,1.96
## repair_timing
action                                  in CTS  in global routing
endpoints found under the setup margin       8                  8
buffers inserted                            63                 36
pin swaps                                   14                 84
hold buffers                                 0                  0
gates resized                               23                192
No activity file was given, so power comes from the tool's default toggle rates.
